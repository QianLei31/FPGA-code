===== /design/flow/design.v =====
module elec_register_cache(
	clk,
	rst_n,
	state,
	write_cache_en,
	addr,
	data_in,
	data_out
);
parameter LEN_SPI = 32 ;  
parameter BITS_CNT_SPI = 6 ;
parameter SPI_ADDR_LEN = 10;
parameter SPI_DATA_LEN = 16;
parameter SPI_CODE_LEN = 6;
parameter BITS_ADC = 12;  
parameter REC_LEN = 12;  
parameter DAC_AMP_LEN = 9;  
parameter ELE_NUM       = 1024;  
parameter ELE_CHEM_NUM  = 1024;  
parameter ELE_GROUP_WID = 16;    
input	clk;
input	rst_n;
input	[3:0] state;
input	write_cache_en;
input	[SPI_ADDR_LEN-1:0]	addr;
input	[SPI_DATA_LEN-1:0]	data_in;
output	data_out;
reg 	[1023:0] 	reg_cache;
always @(posedge clk or negedge rst_n) begin
	if(!rst_n)
		reg_cache <= 0;
	else if(write_cache_en) begin
		case(addr)
			0: reg_cache[15:0] <= data_in;
			1: reg_cache[31:16] <= data_in;
			2: reg_cache[47:32] <= data_in;
			3: reg_cache[63:48] <= data_in;
			4: reg_cache[79:64] <= data_in;
			5: reg_cache[95:80] <= data_in;
			6: reg_cache[111:96] <= data_in;
			7: reg_cache[127:112] <= data_in;
			8: reg_cache[143:128] <= data_in;
			9: reg_cache[159:144] <= data_in;
			10: reg_cache[175:160] <= data_in;
			11: reg_cache[191:176] <= data_in;
			12: reg_cache[207:192] <= data_in;
			13: reg_cache[223:208] <= data_in;
			14: reg_cache[239:224] <= data_in;
			15: reg_cache[255:240] <= data_in;
			16: reg_cache[271:256] <= data_in;
			17: reg_cache[287:272] <= data_in;
			18: reg_cache[303:288] <= data_in;
			19: reg_cache[319:304] <= data_in;
			20: reg_cache[335:320] <= data_in;
			21: reg_cache[351:336] <= data_in;
			22: reg_cache[367:352] <= data_in;
			23: reg_cache[383:368] <= data_in;
			24: reg_cache[399:384] <= data_in;
			25: reg_cache[415:400] <= data_in;
			26: reg_cache[431:416] <= data_in;
			27: reg_cache[447:432] <= data_in;
			28: reg_cache[463:448] <= data_in;
			29: reg_cache[479:464] <= data_in;
			30: reg_cache[495:480] <= data_in;
			31: reg_cache[511:496] <= data_in;
			32: reg_cache[527:512] <= data_in;
			33: reg_cache[543:528] <= data_in;
			34: reg_cache[559:544] <= data_in;
			35: reg_cache[575:560] <= data_in;
			36: reg_cache[591:576] <= data_in;
			37: reg_cache[607:592] <= data_in;
			38: reg_cache[623:608] <= data_in;
			39: reg_cache[639:624] <= data_in;
			40: reg_cache[655:640] <= data_in;
			41: reg_cache[671:656] <= data_in;
			42: reg_cache[687:672] <= data_in;
			43: reg_cache[703:688] <= data_in;
			44: reg_cache[719:704] <= data_in;
			45: reg_cache[735:720] <= data_in;
			46: reg_cache[751:736] <= data_in;
			47: reg_cache[767:752] <= data_in;
			48: reg_cache[783:768] <= data_in;
			49: reg_cache[799:784] <= data_in;
			50: reg_cache[815:800] <= data_in;
			51: reg_cache[831:816] <= data_in;
			52: reg_cache[847:832] <= data_in;
			53: reg_cache[863:848] <= data_in;
			54: reg_cache[879:864] <= data_in;
			55: reg_cache[895:880] <= data_in;
			56: reg_cache[911:896] <= data_in;
			57: reg_cache[927:912] <= data_in;
			58: reg_cache[943:928] <= data_in;
			59: reg_cache[959:944] <= data_in;
			60: reg_cache[975:960] <= data_in;
			61: reg_cache[991:976] <= data_in;
			62: reg_cache[1007:992] <= data_in;
			63: reg_cache[1023:1008] <= data_in;			
		endcase
	end
	else if(state==4'b0010 || state==4'b0100)
		reg_cache <= {reg_cache[0],reg_cache[1023:1]};
end
assign data_out = reg_cache[0];
endmodule

===== /design/flow/run.sh =====
#!/bin/bash
# OpenROAD 26Q1-2900-gdf79404cd8, Yosys 0.63+post, stock flow scripts
make -C /OpenROAD-flow-scripts/flow DESIGN_CONFIG=/design/flow/config.mk WORK_HOME=/design/flow/orfs finish

===== /design/flow/config.mk =====
export PLATFORM = sky130hd
export DESIGN_NAME = elec_register_cache
export DESIGN_NICKNAME = elec_register_cache
export VERILOG_FILES = /design/flow/design.v
export SDC_FILE = /design/flow/constraint.sdc
export NUM_CORES = 4
export LEC_CHECK = 1
export CORE_UTILIZATION = 30

===== /design/flow/constraint.sdc =====
current_design elec_register_cache

set clk_period 1.4
set clk_io_pct 0.2

create_clock -name clk0 -period $clk_period [get_ports {clk}]

set non_clock_inputs [all_inputs -no_clocks]
set_input_delay [expr $clk_period * $clk_io_pct] -clock clk0 $non_clock_inputs
set_output_delay [expr $clk_period * $clk_io_pct] -clock clk0 [all_outputs]

==> summary.rpt <==
================================================================================
Endpoint type of the worst setup path                               primary output
Total congestion overflow                                                      0
Flip-flop and latch area                                            0.0256 sq mm
Largest net degree at the start of global routing                             97
Setup-violating endpoint count in the final report                             9
Fin cells                                                                   6960
DRC viols                                                                      0
Number of levels the H-tree was split into                                     3
Peak fanout along the critical path                                            2
Relative max-transition margin                                             0.443
Worst IR Drop VDD                                                      0.00121 V
Logic area                                                          0.0183 sq mm
Number of diodes                                                               0
DRT Pass-1 Iters                                                               5
Number of antenna violations at the first check in global routing              1
Fill cell count                                                            13589
Routed via count divided by cell count                                      5.55
Post-DP HPWL                                                            80700 um
Chip Area, Yosys                                                    0.0442 sq mm
Number of flip-flops in the largest register                                1024
Measured slew at the worst slew-check pin                                 833 ps
Kind of start point of the critical path                                register
Delay of the slowest cell on the worst path                               380 ps
Timing-limited maximum frequency                                         685 MHz
Routed len/inst                                                          20.4 um
Cell Chain, Critical Path                                                  buf_2
Number of maximum-capacitance violations                                       0
Final hold violation count                                                     0
Final count of pins violating max slew                                         0
Sinks on the clock net                                                      1024
Final critical-path share of the clock period                               1.04
CP max-delay cell                                                        dfrtp_1
IO Port Bufs                                                                  33
Leading registers by flop count                                     reg_cache: 1024 flops
Number of nets still failing antenna checks after routing                      0
Setup TNS                                                                -121 ps
Critical path class                                                 register to primary output
Violated checks                                                     negative setup slack
Starting density of the core                                               0.303
Floorplan Core Area                                                  0.146 sq mm
Clock Root Buffer                                                      clkbuf_16
Setup slack after layout                                                -60.1 ps
Post-synthesis to final-layout area growth                                 30.9%
Avg Cell Area, Syn                                                    9.26 sq um
Minimum clock period after layout                                        1460 ps
Combined global-route utilization of all metal layers                      0.194
Run status                                                          finished, violations left
Max clock buf depth                                                            3
Number of buffers added by the clock tree synthesis step                     112
Clock tree from TritonCTS                                                   done
Chip footprint                                                       0.149 sq mm
Sequential share of the synthesized area                                   0.580
Top cell family by delay on the critical path                         flip-flops
Site row count                                                               140
Synth flops                                                                 1024
Bufs and invs on worst path                                                    1
Number of placed instances with taps included                               6671
Cell Type Count                                                               30
IO Pins                                                                       34
Syn. warnings                                                                  1
Gpl congestion                                                             0.841
Static leakage power                                                     24.7 nW
Total power density per cell area                                   1510 mW/mm^2
DIE HEIGHT                                                                386 um
Wire length of the first global-routing pass                           221000 um
Synth Instances                                                             4767
Die width                                                                 386 um
Post-synthesis instance area                                        0.0442 sq mm
Total number of warnings across the stage logs                                29
Worst Path Required                                                      1120 ps
Later-pin clock latency in the skew report                                690 ps
Share of layout cells above drive strength 1                               0.221
Vias in the first global route                                             37465
Largest register by flop count                                         reg_cache
DRC marker count from the first detailed-route iteration                    3352
Routed wire length                                                     142000 um
Ys cells                                                                    4767
Clock transition at path regs                                              60 ps
Data arrival, critical path                                              1180 ps
Via count of the routed design                                             38646
RSZ-0062 raised after global routing                                         yes
Path class of the lowest-slack min-delay path                       primary input to register
Post-route clock skew                                                    15.0 ps
================================================================================
==> metal layers <==
metal  vias to the layer above  track usage  share of wire
met5                         -            0              0
met4                         0       0.0337          0.020
met3                       192       0.0665          0.098
met2                      1395        0.280           0.44
met1                     19440        0.292           0.44
li1                      17619            -              -
==> where the power goes <==
group          switching, mW  total [mW]  leakage (nW)  internal (mW)
combinational           7.94        14.9          9.59           6.96
sequential              4.28        41.5          13.2           37.2
clock                   12.2        31.0          1.93           18.7
total                   24.5        87.3          24.7           62.9
==> synthesized netlist by cell type <==
cell / number / area share
a21oi_1: 1082 / 0.12
and2_0: 1 / 0.00014
and2_1: 19 / 0.0027
and2_4: 3 / 0.00060
and4_1: 1 / 0.00020
and4b_1: 4 / 0.00091
and4bb_2: 1 / 0.00028
buf_1: 13 / 0.0011
buf_2: 40 / 0.0045
buf_4: 1 / 0.00017
buf_6: 1 / 0.00025
clkbuf_1: 440 / 0.037
clkbuf_2: 3 / 0.00034
dfrtp_1: 1024 / 0.58
inv_1: 48 / 0.0041
inv_2: 1 / 0.000085
mux2i_1: 48 / 0.011
nand2_1: 3 / 0.00025
nand3_1: 1040 / 0.12
nor3b_1: 1 / 0.00017
nor4_1: 1 / 0.00014
nor4_2: 1 / 0.00028
nor4_4: 1 / 0.00048
nor4b_1: 1 / 0.00020
nor4b_2: 5 / 0.0017
nor4bb_1: 6 / 0.0014
o21ai_0: 968 / 0.11
o21ai_1: 8 / 0.00091
or4_1: 1 / 0.00017
xnor2_1: 1 / 0.00020
==> path summary, 6_finish.rpt <==
path / to / from / depth (start not counted) / slack [ps]
max: data_out / reg_cache[0] / 1 / -60
min: reg_cache[896] / addr[7] / 7 / 380
max reg2reg: reg_cache[367] / reg_cache[368] / 2 / 340
min reg2reg: reg_cache[905] / reg_cache[905] / 2 / 500
max in group asynchronous: reg_cache[263] / rst_n / 7 / 200
min in group asynchronous: reg_cache[781] / rst_n / 6 / 550
==> per-stage QoR <==
stage               power [mW]  setup WS [ps]  utilization  hold slack [ps]  area [sq um]
floorplan                 50.5           -420            -            -15.6         46400
global placement          55.0          -1110        0.355              417         51800
detailed placement        55.6          -1130        0.355              416         51800
CTS                       87.1           -103        0.388              386         56700
global route              91.9          -92.3        0.396              390         57800
finish                    87.3          -60.1        0.396              383         57800
==> worst min-delay path, stage by stage <==
cell and delay (ps):
buf_6 80, nor4bb_4 70, buf_4 160, buf_12 140
nand3_2 120, nand3_1 80, o21ai_0 80
==> logic make-up after synthesis <==
family / Yosys count / synth area share
flip-flops: 1024 / 0.580
AND/OR/NAND/NOR: 1089 / 0.127
XOR/XNOR: 1 / 0.000198
multiplexers: 48 / 0.0109
buffers and inverters: 547 / 0.0480
AND-OR/OR-AND: 2058 / 0.233
==> layout make-up <==
| class | count | share of cell area |
|---|---|---|
| Sequential cell | 1024 | 0.443 |
| Multi-Input combinational cell | 3197 | 0.317 |
| Timing Repair Buffer | 570 | 0.127 |
| Clock buffer | 170 | 0.0598 |
| Tap cell | 1917 | 0.0415 |
| Clock inverter | 33 | 0.00758 |
| Inverter | 49 | 0.00331 |
==> cell usage in the layout, fill, tap and decap left out, types with 22 or more instances in the layout <==
cell type,n
a21oi_1,1056
and2_4,22
buf_12,185
buf_4,271
buf_6,44
clkbuf_16,134
clkbuf_8,35
dfrtp_1,1024
inv_1,48
mux2i_1,48
nand3_1,815
nand3_2,222
o21ai_0,301
o21ai_1,580
o21ai_2,95
==> repair_timing <==
item                                   4_1_cts  5_1_grt
pin swaps                                    8       58
setup buffers                               32       16
gates cloned                                11       19
gates resized                              180      429
endpoints found under the hold margin      921        0
hold buffers                                 3        0
setup endpoints to repair                 1025     1060
No activity file was given, so power comes from the tool's default toggle rates.
